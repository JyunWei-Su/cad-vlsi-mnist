### flow/design.v
`timescale 1ns / 1ps
module H2L_detect(
    input clk,
    input rst,
    input pin_in,
    output sig_H2L
    );
    reg pin_pre;
    assign sig_H2L = !pin_in & pin_pre;
    always @( posedge clk or posedge rst )
        if( rst )
            pin_pre <= 1'b0;
        else
            pin_pre <= pin_in;
endmodule
`timescale 1ns / 1ps
module uart_rx_band_gen(
    input clk,
    input rst,
    input band_sig,
    output reg clk_bps
    );
    parameter SYS_RATE = 100000000;
    parameter BAND_RATE = 921600;
    parameter CNT_BAND = SYS_RATE / BAND_RATE;
    parameter HALF_CNT_BAND = CNT_BAND / 2;
    reg [13:0]cnt_bps;
    always @( posedge clk or posedge rst )
        if( rst )
        begin
            cnt_bps <= HALF_CNT_BAND;
            clk_bps <= 1'b0;
        end
        else if( !band_sig )
        begin
            cnt_bps <= HALF_CNT_BAND;
            clk_bps <= 1'b0;
        end
        else if( cnt_bps == CNT_BAND )
        begin
            cnt_bps <= 14'd0;
            clk_bps <= 1'b1;
        end
        else 
        begin
            cnt_bps <= cnt_bps + 1'b1;
            clk_bps <= 1'b0;
        end    
endmodule
`timescale 1ns / 1ps
module uart_rx_ctl(
    input clk,
    input rst,
    input rx_pin_in,
    input rx_pin_H2L,
    output reg rx_band_sig,
    input rx_clk_bps,
    output reg[7:0]rx_data,
    output reg rx_done_sig
    );
    localparam [3:0] IDLE = 4'd0, BEGIN = 4'd1, DATA0 = 4'd2,
                     DATA1 = 4'd3, DATA2 = 4'd4, DATA3 = 4'd5, 
                     DATA4 = 4'd6, DATA5 = 4'd7, DATA6 = 4'd8, 
                     DATA7 = 4'd9, END = 4'd10, BFREE = 4'd11; 
    reg [3:0]pos;
    always @( posedge clk or posedge rst )
        if( rst )
        begin
            rx_band_sig <= 1'b0;
            rx_data <= 8'd0;
            pos <= IDLE;
            rx_done_sig <= 1'b0;
        end
        else
            case( pos )
                IDLE:
                    if( rx_pin_H2L )
                    begin
                        rx_band_sig <= 1'b1;
                        pos <= pos + 1'b1;
                        rx_data <= 8'd0;
                    end
                BEGIN:
                    if( rx_clk_bps )
                    begin
                        if( rx_pin_in == 1'b0 )
                        begin
                            pos <= pos + 1'b1;
                        end
                        else
                        begin
                            rx_band_sig <= 1'b0;
                            pos <= IDLE;
                        end
                    end
                DATA0,DATA1,DATA2,DATA3,DATA4,DATA5,DATA6,DATA7:
                    if( rx_clk_bps )
                    begin
                        rx_data[ pos - DATA0 ] <= rx_pin_in;
                        pos <= pos + 1'b1; 
                    end
                END:
                    if( rx_clk_bps )
                    begin
                        rx_done_sig <= 1'b1;
                        pos <= pos + 1'b1;
                        rx_band_sig <= 1'b0;
                    end
                BFREE:
                begin
                    rx_done_sig <= 1'b0;
                    pos <= IDLE;
                end
            endcase
endmodule
`timescale 1ns / 1ps
module uart_rx_module(
    input clk,
    input rst,
    input rx_pin_in,
    output [7:0]rx_data,
    output rx_done_sig
    );
    wire rx_pin_H2L;
    H2L_detect rx_in_detect(
        .clk( clk ),
        .rst( rst ),
        .pin_in( rx_pin_in ),
        .sig_H2L( rx_pin_H2L )
    );
    wire rx_band_sig, clk_bps;
    uart_rx_band_gen rx_band_gen(
        .clk( clk ),
        .rst( rst ),
        .band_sig( rx_band_sig ),
        .clk_bps( clk_bps )
    );
    uart_rx_ctl rx_ctl(
        .clk( clk ),
        .rst( rst ),
        .rx_pin_in( rx_pin_in ),
        .rx_pin_H2L( rx_pin_H2L ),
        .rx_band_sig( rx_band_sig ),
        .rx_clk_bps( clk_bps ),
        .rx_data( rx_data ),
        .rx_done_sig( rx_done_sig )
    );
endmodule
### flow/run.sh
#!/bin/bash
# OpenROAD 26Q1-2900-gdf79404cd8, Yosys 0.63+post, stock flow scripts
make -C /OpenROAD-flow-scripts/flow DESIGN_CONFIG=/design/flow/config.mk WORK_HOME=/design/flow/orfs finish
### flow/config.mk
export PLATFORM = sky130hd
export DESIGN_NAME = uart_rx_module
export DESIGN_NICKNAME = uart_rx_module
export VERILOG_FILES = /design/flow/design.v
export SDC_FILE = /design/flow/constraint.sdc
export NUM_CORES = 4
export LEC_CHECK = 1
export CORE_AREA = 10 10 105 105
export DIE_AREA = 0 0 115 115
### flow/constraint.sdc
current_design uart_rx_module

set clk_period 2.2
set clk_io_pct 0.2

create_clock -name clk0 -period $clk_period [get_ports {clk}]

set non_clock_inputs [all_inputs -no_clocks]
set_input_delay [expr $clk_period * $clk_io_pct] -clock clk0 $non_clock_inputs
set_output_delay [expr $clk_period * $clk_io_pct] -clock clk0 [all_outputs]
==> results.cfg <==
; synthesis and place-and-route metrics
[global_route]
grt_pass1_vias = 1439
grt_overflow = 0
grt_max_degree = 31
grt_usage_pct = 5.90
antenna_found_initial = 0
grt_first_pass_wirelength_um = 6640

[floorplan]
num_io_pins = 12
core_area_mm2 = 0.00876
fp_util_pct = 22.3
fp.dieW_um = 115
chipArea_mm2 = 0.0132
row_count = 34
die_h_um = 115

[yosys]
avgSynthCellArea_um2 = 9.65
mux_share_pct = 0
ff_type = dfrtp_1
ys_types = 49
top_logic_kind = simple AND/OR/NAND/NOR gates
ys_cells = 203
yosysChipArea_mm2 = 0.00196
ys_async_sr_fraction_pct = 100
edf_count = 0
yosysTopAreaCell = dfrtp_1
synthAdderAreaFrac_pct = 7.03
netlist_instances = 203
yosysWarnings = 3
synth.cellmix.simpleShare_pct = 25.6
synthTopCellsByCount = dfrtp_1 (26), nor2_1 (18), nand2_1 (17), o21ai_0 (14)
topCellsByArea = dfrtp_1 (33%), ha_1 (7.0%), dfstp_2 (5.4%)
syn_area_mm2 = 0.00196
ys_sh_xor_pct = 8.63
top_cell_area_share_pct = 33.2
yosysSeqAreaShare_pct = 38.6
yosysMostFrequentCell = dfrtp_1
aoi_share_pct = 15.1
synth_flops = 30

[finish]
drive_above_1_share_pct = 18.3
fin_cells = 337
area_growth_syn_to_layout_pct = 19.7
nFillCells = 920
post-route-util_pct = 26.8

[clock_network]
cts.path.max_buffers = 2
h-tree-depth = 2
clk_pin_slew_ns = 0.07
clock-root-buffer = clkbuf_8
cts.sinks = 30
cts_tree = yes
cts_made_buffers = 5
clk_latency_ns = 0.28
cts_hold_buf = 0

[run_status]
status = complete, no violations

[power_and_ir_drop]
irDropWorstVdd_mv = 0.455
power_mw = 2.90
leakagePower_nw = 0.994
power_density_mw_per_mm2 = 1240

[routing]
routed_wl_um = 3970
drt_iter0_drc = 89
ant_nets = 0
firstDrtPassIters = 4
n_antenna_cell = 0
avgViaCountPerCell = 4.53
routedWlPerCell_um = 11.8
drc = 0
via_count = 1528

[timing]
worst_hold_slack_ns = 0.478
setup_viol = 0
layout_min_cycle_time_ns = 2.09
tightest_slew_ns = 0.609
fin_setup_tns_ns = 0
rsz0062_at_grt = no
finalClockSkew_ns = 0.00402
drv_slew = 0
fmax_mhz = 478
maxSlewHeadroom_pct = 59.0
hold_viol = 0
fin_crit_sh_pct = 95.0

[flow_run]
maxCapViolCount = 0
tool_warnings = 33

[critical_path]
crit_path_start_kind = flip-flop
critPathArrivalTime_ns = 2.26
path_class = flip-flop to flip-flop
cp-end-kind = flip-flop
worstPathRequired_ns = 2.37
worst-path-max-fanout = 8

[place]
dp.cells = 328
hpwl_um = 2810
gp_congestion = 0.800
port-buffer-count = 11

[worst_hold_path]
min_path_type = flip-flop to flip-flop
==> path summary, 6_finish.rpt <==
path	start	endpoint	slack (ns)	depth (start not counted)
min in group asynchronous	rst	rx_ctl.rx_data[2]	0.54	3
max reg2reg	rx_ctl.pos[0]	rx_ctl.rx_data[4]	0.11	7
min reg2reg	rx_ctl.rx_data[7]	rx_ctl.rx_data[7]	0.48	1
max in group asynchronous	rst	rx_band_gen.cnt_bps[1]	1.34	3
min	rx_ctl.rx_data[7]	rx_ctl.rx_data[7]	0.48	1
max	rx_ctl.pos[0]	rx_ctl.rx_data[4]	0.11	7
==> state kept, by name, summed over array words and instances, names as in the netlist <==
signal,count
rx_band_gen.clk_bps,1
rx_band_gen.cnt_bps,14
rx_ctl.pos,4
rx_ctl.rx_band_sig,1
rx_ctl.rx_data,8
rx_ctl.rx_done_sig,1
rx_in_detect.pin_pre,1
==> area by class of cell <==
type / instances / area, um2 / share of cell area [%]
flip-flops and latches: 30 / 757 / 32.3
clock buffers: 6 / 82.6 / 3.52
inverters: 8 / 30.0 / 1.28
well taps: 108 / 135 / 5.76
multi-input cells: 159 / 1120 / 47.8
repair buffers: 24 / 208 / 8.86
clock inverters: 2 / 12.5 / 0.534
==> per-layer routing <==
| layer | vias to the layer above | track usage (%) | share of wire, % |
|---|---|---|---|
| li1 | 768 | - | - |
| met1 | 728 | 8.44 | 49 |
| met2 | 30 | 9.12 | 46 |
| met3 | 2 | 1.79 | 5.1 |
| met4 | 0 | 0.248 | 0.050 |
| met5 | - | 0 | 0 |
==> power by group <==
group | total (mW) | switching, mW | internal, mW
combinational | 1.62 | 0.897 | 0.721
clock | 0.468 | 0.216 | 0.251
sequential | 0.818 | 0.140 | 0.678
total | 2.90 | 1.25 | 1.65
==> cell usage in the layout (no fill, tap or decap), types with 2 or more instances in the layout <==
cell type        Yosys  routed
dfrtp_1             26      25
nand3b_1             3       3
nand3_2              2       2
or2b_2               2       2
xnor2_1              6       6
o21ai_1              8      10
buf_4                1      13
ha_1                11      11
nand2_1             17      17
nand3_1              5       5
nor2_1              18      18
a21oi_1              4       4
nor2b_1              2       2
and2_1               2       2
dfstp_2              4       4
o21ai_0             14      12
a22o_1               2       2
nor3b_1              4       4
and3b_1              2       2
nand4_1              3       3
nor4_1               3       3
nand2b_1             5       5
nor3_1              11      11
or3_1                2       2
inv_1                8       8
clkdlybuf4s50_1      0      11
xor2_1               7       7
clkbuf_8             2       6
a21o_1               6       6
==> repair_timing <==
item | CTS | global route
resized | 0 | 3
buffers inserted | 0 | 0
endpoints found under the setup margin | 0 | 8
==> cell families after synthesis <==
family / Yosys count
simple gates: 89
xor+xnor: 15
fa+ha+maj: 11
compound gates: 43
buf+inv: 15
flops: 30
==> stage by stage <==
stage               setup slack, ns  instance area, um2
CTS                           0.104                2330
global route                0.00113                2340
detailed placement            0.116                2230
global placement              0.143                2230
floorplan                     0.120                1960
finish                        0.110                2340
==> worst max-delay path, stage by stage, from the launching register on <==
cell and delay [ns]:
dfrtp_1 0.44, inv_1 0.12, ha_1 0.31, or4b_4 0.51
a21oi_2 0.16, o21a_4 0.17, o21ai_1 0.07, a21o_1 0.19
Power figures rest on the tool's default switching activity, not on a simulated workload.
