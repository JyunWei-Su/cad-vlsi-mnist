===== ./design.v =====
`timescale 1ns / 1ps
module seg7_num_encode(
    input clk,
    input rst,
    input [3:0]in_num,
    output reg [7:0]out_code
    );
    parameter _0  = 8'b1011_1111,  _1 = 8'b1000_0110,  _2 = 8'b1101_1011,  _3 = 8'b1100_1111,
              _4  = 8'b1110_0110,  _5 = 8'b1110_1101,  _6 = 8'b1111_1101,  _7 = 8'b1000_0111,
              _8  = 8'b1111_1111,  _9 = 8'b1110_1111, _10 = 8'b1111_0111, _11 = 8'b1111_1100,
              _12 = 8'b1011_1001, _13 = 8'b1101_1110, _14 = 8'b1111_1001, _15 = 8'b1111_0001;
    always @( posedge clk or posedge rst )
    begin
        if( rst )
            out_code <= _0;
        else
            case( in_num )
                4'd0:  out_code <= _0;
                4'd1:  out_code <= _1;
                4'd2:  out_code <= _2;
                4'd3:  out_code <= _3;
                4'd4:  out_code <= _4;
                4'd5:  out_code <= _5;
                4'd6:  out_code <= _6;
                4'd7:  out_code <= _7;
                4'd8:  out_code <= _8;
                4'd9:  out_code <= _9;
                4'd10: out_code <= _10;
                4'd11: out_code <= _11;
                4'd12: out_code <= _12;
                4'd13: out_code <= _13;
                4'd14: out_code <= _14;
                4'd15: out_code <= _15;
                default: out_code <= _0;
            endcase
    end
endmodule
`timescale 1ns / 1ps
module seg7_scan(
    input clk,
    input rst,
    input [7:0]hb_dn_code,  
    input [7:0]hb_up_code,
    input [7:0]lb_dn_code,  
    input [7:0]lb_up_code,
    output reg[3:0]an,
    output reg[7:0]seg_code
    );
    parameter AN0 = 4'b0001, AN1 = 4'b0010, AN2 = 4'b0100, AN3 = 4'b1000;
    parameter FRE_CNT = 20'd625000;
    reg [19:0]cnt_fre;
    reg [1:0]pos;
    always @ ( posedge clk or posedge rst )
    begin
        if( rst )
        begin
            pos <= 2'd0;
            cnt_fre <= 20'd0;
        end
        else if( cnt_fre == FRE_CNT )
        begin
            pos <= pos + 1'b1;
            cnt_fre <= 20'd0;
        end
        else cnt_fre <= cnt_fre + 1'b1;
    end
    always @( posedge clk or posedge rst )
        if( rst )
        begin
            an <= 4'hf;
            seg_code <= 8'hff;
        end
        else
            case( pos )
                2'd0:
                begin
                    an <= AN0;
                    seg_code <= lb_dn_code;
                end
                2'd1:
                begin
                    an <= AN1;
                    seg_code <= lb_up_code;
                end
                2'd2:
                begin
                    an <= AN2;
                    seg_code <= hb_dn_code;
                end
                2'd3:
                begin
                    an <= AN3;
                    seg_code <= hb_up_code;
                end
            endcase
endmodule
`timescale 1ns / 1ps
module seg7_module(
    input clk,
    input rst,
    input [7:0] b3_data,
    input [7:0] b2_data,
    input [7:0] b1_data,
    input [7:0] b0_data,
    output [3:0] seg_h_an,  
    output [7:0] seg_h_code,
    output [3:0] seg_l_an,  
    output [7:0] seg_l_code
    );
    wire [7:0] b3_dn_code;
    seg7_num_encode b3_dn_encode(
        .clk( clk ),
        .rst( rst ),
        .in_num( b3_data[3:0] ),
        .out_code( b3_dn_code )
    );
    wire [7:0] b3_up_code;
    seg7_num_encode b3_up_encode(
        .clk( clk ),
        .rst( rst ),
        .in_num( b3_data[7:4] ),
        .out_code( b3_up_code )
    );
    wire [7:0] b2_dn_code;
    seg7_num_encode b2_dn_encode(
        .clk( clk ),
        .rst( rst ),
        .in_num( b2_data[3:0] ),
        .out_code( b2_dn_code )
    );
    wire [7:0] b2_up_code;
    seg7_num_encode b2_up_encode(
        .clk( clk ),
        .rst( rst ),
        .in_num( b2_data[7:4] ),
        .out_code( b2_up_code )
    );
    wire [7:0] b1_dn_code;
    seg7_num_encode b1_dn_encode(
        .clk( clk ),
        .rst( rst ),
        .in_num( b1_data[3:0] ),
        .out_code( b1_dn_code )
    );
    wire [7:0] b1_up_code;
    seg7_num_encode b1_up_encode(
        .clk( clk ),
        .rst( rst ),
        .in_num( b1_data[7:4] ),
        .out_code( b1_up_code )
    );
    wire [7:0] b0_dn_code;
    seg7_num_encode b0_dn_encode(
        .clk( clk ),
        .rst( rst ),
        .in_num( b0_data[3:0] ),
        .out_code( b0_dn_code )
    );
    wire [7:0] b0_up_code;
    seg7_num_encode b0_up_encode(
        .clk( clk ),
        .rst( rst ),
        .in_num( b0_data[7:4] ),
        .out_code( b0_up_code )
    );
    seg7_scan seg7_h_scan(
        .clk( clk ),
        .rst( rst ),
        .hb_dn_code( b3_dn_code ),
        .hb_up_code( b3_up_code ),
        .lb_dn_code( b2_dn_code ),
        .lb_up_code( b2_up_code ),  
        .an( seg_h_an ),
        .seg_code( seg_h_code )
    );
    seg7_scan seg7_l_scan(
        .clk( clk ),
        .rst( rst ),
        .hb_dn_code( b1_dn_code ),
        .hb_up_code( b1_up_code ),
        .lb_dn_code( b0_dn_code ),
        .lb_up_code( b0_up_code ),  
        .an( seg_l_an ),
        .seg_code( seg_l_code )
    );
endmodule

===== ./run.sh =====
#!/bin/bash
# OpenROAD 26Q1-2900-gdf79404cd8, Yosys 0.63+post, stock flow scripts
make -C /OpenROAD-flow-scripts/flow DESIGN_CONFIG=/design/flow/config.mk WORK_HOME=/design/flow/orfs finish

===== ./config.mk =====
export PLATFORM = sky130hd
export DESIGN_NAME = seg7_module
export DESIGN_NICKNAME = seg7_module
export VERILOG_FILES = /design/flow/design.v
export SDC_FILE = /design/flow/constraint.sdc
export NUM_CORES = 4
export LEC_CHECK = 1
export CORE_UTILIZATION = 30

===== ./constraint.sdc =====
current_design seg7_module

set clk_period 4.5
set clk_io_pct 0.2

create_clock -name clk0 -period $clk_period [get_ports {clk}]

set non_clock_inputs [all_inputs -no_clocks]
set_input_delay [expr $clk_period * $clk_io_pct] -clock clk0 $non_clock_inputs
set_output_delay [expr $clk_period * $clk_io_pct] -clock clk0 [all_outputs]

==> impl_metrics.py <==
# Synthesis and PnR figures
metrics = {
    "synthesis": {
        "syn_area_um2": 6680,
        "edf_count": 0,
        "async_reset_ff_frac": 1.00,
        "yosysTopAreaCellShare": 0.275,
        "ys.flops": 122,
        "netlist_top_cells_count": "ha_1, dfstp_2, inv_1, nor2_1, dfrtp_1",
        "netlist_instances": 614,
        "synth_cell_types": 43,
        "ys_seq_frac": 0.470,
        "synth_dominant_cell_count": "ha_1",
        "ys_top_cells_by_area": "dfstp_2, dfrtp_1, ha_1",
        "synth.avg_cell_area_um2": 10.9,
        "synth-main-ff-cell": "dfstp_2",
        "yosys_area_um2": 6680,
        "ys_cells": 614,
        "post-synth-top-area-cell": "dfstp_2",
        "yosys_warnings": 2,
    },
    "drt": {
        "drcViolationCount": 0,
        "dr.pass1.iters": 8,
        "totalWireLength_um": 12400,
        "antennaDiodeCount": 0,
        "vias": 4458,
        "drtIter0Drc": 372,
        "wl_per_cell_um": 13.0,
        "vias_per_cell": 4.64,
        "ant_nets": 0,
    },
    "critical_path": {
        "critPathLaunch": "seg7_l_scan.seg_code[4]",
        "crit_cells": 1,
        "cp-start-kind": "register",
        "cp_top_family": "buffers and inverters",
        "path_cells": "clkdlybuf4s50_1",
        "reg2reg_from": "seg7_h_scan.cnt_fre[5]",
        "critical_path_buf_inv_count": 1,
        "cp_data_arrival_time_ns": 1.44,
        "reg2reg_depth": 5,
        "worstPathRequired_ns": 3.60,
        "worstSetupPathType": "register to primary output",
        "cp_max_fo": 1,
        "cpPeakStageDelay_ns": 0.53,
        "crit_slowest_cell": "clkdlybuf4s50_1",
        "cp-end-kind": "primary output",
        "timing.rr.end": "seg7_h_scan.pos[1]",
        "reg2reg_slack_ns": 2.18,
        "crit_end": "seg_l_code[4]",
    },
    "floorplanning": {
        "fp-utilization": 0.306,
        "die_w_um": 151,
        "ioPinCount": 58,
        "core_area_um2": 21800,
        "dieArea_um2": 22900,
        "die_h_um": 151,
        "rows": 54,
    },
    "cts": {
        "clk_pin_slew_ns": 0.05,
        "ctsLongestPathBuffers": 2,
        "cts_sinks": 122,
        "cts_made_buffers": 17,
        "cts_setup_buffers": 0,
        "postCtsHoldBufs": 0,
        "clockRootBuffer": "clkbuf_16",
        "htreeDepth": 4,
        "cts_resized": 0,
        "cts_tree": "built",
        "insertion_delay_ns": 0.41,
    },
    "final_layout": {
        "area_delta_synth_final_pct": 21.7,
        "drive_gt1_frac": 0.184,
        "post-route-util": 0.372,
    },
    "timing": {
        "setup_tns_ns": 0,
        "hold_ws_ns": 0.457,
        "final_hold_viol_count": 0,
        "finalMaxSlewViolations": 0,
        "worst_pin_slew_ns": 0.893,
        "setup_viol": 0,
        "post-route-min-period_ns": 2.34,
        "skew_ns": 0.00725,
        "rsz0062_at_grt": "false",
        "slew_headroom": 0.399,
        "finalClockPeriodUsage": 0.521,
        "fmax_mhz": 426,
    },
    "grt": {
        "grt_first_pass_wirelength_um": 20900,
        "grt_use_met1": 0.193,
        "grt_pass1_vias": 4186,
        "overflow": 0,
        "use_met3": 0.0270,
        "track_usage": 0.118,
        "grt_max_degree": 123,
        "antenna_found_initial": 0,
        "met2_usage": 0.168,
        "grt-busiest-layer": "met1",
    },
    "placed_design": {
        "port_buffers": 55,
        "gp_congestion": 0.844,
        "dpl.hpwl_um": 8710,
    },
    "hold_path": {
        "hold_path.class": "register to register",
        "min_from": "b2_dn_encode.out_code[0]",
    },
    "pwr": {
        "power_density_nw_per_um2": 349,
        "vdd_drop_max_mv": 0.219,
        "leakage_nw": 3.60,
    },
    "run_status": {
        "status": "finished, final reports clean",
    },
    "job": {
        "cap_violations": 0,
        "tool_warnings": 89,
    },
}
## placed cells by master, fill, tap and decap left out, types with 3 or more instances in the layout
| master | count |
|---|---|
| clkinvlp_4 | 5 |
| nand3_1 | 16 |
| clkbuf_16 | 17 |
| nor2_1 | 55 |
| xor2_1 | 12 |
| a22o_1 | 5 |
| o21ai_0 | 8 |
| mux2_2 | 8 |
| nor2b_1 | 16 |
| nand2_1 | 20 |
| a222oi_1 | 14 |
| bufinv_16 | 3 |
| inv_1 | 65 |
| mux4_2 | 8 |
| dfstp_2 | 70 |
| a211oi_1 | 6 |
| nor3_1 | 13 |
| nand4_1 | 15 |
| mux2i_1 | 20 |
| nor4_1 | 9 |
| xnor2_1 | 25 |
| and3_1 | 3 |
| dfrtp_1 | 52 |
| clkdlybuf4s50_1 | 55 |
| o21bai_1 | 6 |
| and4_1 | 4 |
| ha_1 | 74 |
| a22oi_1 | 15 |
| a21oi_1 | 31 |
| clkbuf_8 | 3 |
## tightest hold or removal path: stages (launching register included)
cell     delay, ns
dfstp_2       0.36
inv_1         0.04
mux2i_1       0.06
## stage by stage
| stage | std cells | area, um2 | setup slack (ns) | total power, W |
|---|---|---|---|---|
| floorplan | 615 | 6680 | 0.473 | 0.00136 |
| global placement | 928 | 7510 | 2.03 | 0.00146 |
| detailed placement | 928 | 7510 | 2.04 | 0.00146 |
| CTS | 960 | 8130 | 2.11 | 0.00287 |
| global route | 960 | 8130 | 2.08 | 0.00296 |
| finish | 960 | 8130 | 2.16 | 0.00284 |
## flip-flops by register name, indices dropped and copies added, names as in the netlist
name	cells
seg7_h_scan.cnt_fre	20
b0_dn_encode.out_code	7
b2_up_encode.out_code	7
seg7_l_scan.pos	2
b3_up_encode.out_code	7
seg7_l_scan.cnt_fre	20
seg7_h_scan.an	4
seg7_l_scan.an	4
b0_up_encode.out_code	7
b3_dn_encode.out_code	7
seg7_l_scan.seg_code	7
seg7_h_scan.pos	2
b1_up_encode.out_code	7
b2_dn_encode.out_code	7
b1_dn_encode.out_code	7
seg7_h_scan.seg_code	7
## final cells by class
class                           count  area (um2)
Fill cell                        2094       13700
Multi-Input combinational cell    402        3180
Sequential cell                   122        3140
Timing Repair Buffer               58         586
Clock buffer                       22         474
Tap cell                          280         350
Inverter                           66         250
Clock inverter                     10         141
## power by group
part           leakage (nW)  internal [W]  switching, W
Clock                 0.285      0.000914      0.000478
Sequential             1.41       0.00119     0.0000198
Combinational          1.90      0.000114      0.000124
## worst min path at each step
| stage | to | slack [ns] | depth (start not counted) |
|---|---|---|---|
| after CTS | seg7_l_scan.seg_code[2] | 0.46 | 2 |
| final | seg7_h_scan.seg_code[0] | 0.46 | 2 |
| after global routing | seg7_h_scan.seg_code[3] | 0.48 | 2 |
## per-layer routing
| metal | share of wire | up-vias | wire (um) |
|---|---|---|---|
| li1 | - | 2229 | - |
| met4 | 0.014 | 0 | 170 |
| met5 | 0 | - | 0 |
| met2 | 0.44 | 98 | 5450 |
| met1 | 0.50 | 2119 | 6230 |
| met3 | 0.048 | 12 | 597 |
## cell families (layout without fill, tap and decap cells)
group | Yosys count | in the layout | synth area share
xor+xnor | 37 | 37 | 0.0485
other cells | 1 | 2 | 0.000562
simple gates | 162 | 162 | 0.123
compound gates | 91 | 91 | 0.0946
flops | 122 | 122 | 0.470
buf+inv | 91 | 156 | 0.0536
mux | 36 | 36 | 0.0705
fa+ha+maj | 74 | 74 | 0.139
Power is estimated from default activity; no workload was simulated.
