File: run.sh
#!/bin/bash
# OpenROAD 26Q1-2900-gdf79404cd8, Yosys 0.63+post, stock flow scripts
make -C /OpenROAD-flow-scripts/flow DESIGN_CONFIG=/design/flow/config.mk WORK_HOME=/design/flow/orfs finish
File: config.mk
export PLATFORM = sky130hd
export DESIGN_NAME = PE_hl_mac
export DESIGN_NICKNAME = PE_hl_mac
export VERILOG_FILES = /design/flow/design.v
export SDC_FILE = /design/flow/constraint.sdc
export NUM_CORES = 4
export LEC_CHECK = 1
export CORE_UTILIZATION = 50
File: constraint.sdc
current_design PE_hl_mac

set clk_period 18.7
set clk_io_pct 0.2

create_clock -name clk0 -period $clk_period

set non_clock_inputs [all_inputs -no_clocks]
set_input_delay [expr $clk_period * $clk_io_pct] -clock clk0 $non_clock_inputs
set_output_delay [expr $clk_period * $clk_io_pct] -clock clk0 [all_outputs]
File: design.v
`timescale 1ns / 1ps
module PE_hl_mac(
    input [7:0] ifmap,  
    input [7:0] weight,  
	input [31:0] psum,
    output [31:0] ofmap
    );
    wire [31:0]temp;
	PE_hl_mul HL_MUL(
        .ifmap(ifmap),
        .weight(weight),
        .ofmap(temp)
    );
    assign ofmap = temp + psum;
endmodule
`timescale 1ns / 1ps
module PE_hl_mul(
    input [7:0] ifmap,  
    input [7:0] weight,  
    output [31:0] ofmap  
    );
    wire minus;
    wire [7:0] complement;
    wire [31:0] mul_result;
    assign minus = weight[7];
    assign complement = ~weight + 1'b1;
    assign mul_result = ifmap * (minus ? complement : weight);
    assign ofmap = minus ? (~mul_result + 1'b1) : mul_result;
endmodule
==> results.yml <==
# physical design summary
outcome:
  status: "finished clean"
die:
  die_width_um: 97.14
  pin_count: 80
  die_area_um2: 9435
  fp.coreArea_um2: 8721
  die_y_um: 97.14
  num_rows: 34
  fp-utilization_pct: 51.89
pwr:
  clock_power_share_pct: 0
  max-vdd-ir-drop_v: 0.0001283
  switchingPower_uw: 449.8
  power_leakage_uw: 0.002489
  powerDensity_nw_per_um2: 170.3
  total_power_uw: 924.0
  switching_share_pct: 48.68
  comb_power_share_pct: 100.0
  p_int_uw: 474.1
  p_seq_share_pct: 0
routing:
  vias: 4233
  wl_mm: 10.42
  drt_iter0_drc: 88
  wl_per_cell_um: 13.69
  final_antenna_net_count: 0
  drc: 0
  drtPass1Iterations: 4
  antennaDiodeCount: 0
  via_per_inst: 5.562
logic_synthesis:
  yosys_cells: 583
  ys_sh_adder_pct: 36.00
  top_cell_area_share_pct: 19.63
  synth_cells: 583
  ys_sh_aoi_pct: 24.69
  synthTopCellsByCount: "ha_1 (71), inv_1 (67), nor2_1 (44)"
  top_cell: "ha_1"
  yosysTopAreaCell: "ha_1"
  ys_seq_share_pct: 0
  synthDistinctLibCells: 69
  synth.area.mux_share_pct: 0.4424
  synth_area_um2: 4526
  syn_avg_cell_area_um2: 7.763
  ys_area_um2: 4526
  yosys-top-cells-area: "ha_1 (20%), fa_1 (16%), xnor2_1 (6.0%), inv_1 (5.6%), nor2b_1 (5.5%)"
  simple_gate_share_pct: 22.20
  logic_family: "adder cells"
  xor_area_share_pct: 10.17
  ys_warn_count: 0
placed_design:
  gp_congestion: 0.9215
  io_buffers: 80
  hpwlAfterDp_mm: 9.067
  dp_worst_setup_slack_ns: 1.538
flow_run:
  maxCapViolCount: 0
  openroad.warnings: 34
cells_and_area:
  nClkBuffers: 0
  drive_gt1_share_pct: 4.288
  final_util_pct: 62.22
  syn_to_final_growth_pct: 19.91
  regArea_um2: 0
  ff_count: 0
final_timing:
  slew_headroom_pct: 30.74
  slew_violations: 0
  finalCritPeriodShare_pct: 91.77
  fin_setup_tns_ns: 0
  max_freq_mhz: 58.27
  finalSetupViolations: 0
  hold-worst-slack_ns: 8.507
  fin_ws_ns: 1.540
  rsz0062_at_grt: "false"
  min_period_ns: 17.16
  finalHoldViolations: 0
  tightest_slew_ns: 1.029
worst_setup_path:
  cp_max_fo: 22
  cpMaxStageDelayCell: "nor4_1"
  endpoint: "ofmap[25]"
  crit_start: "weight[7]"
  critPathLaunchType: "primary input"
  crit_type: "in -> out"
  worst_setup_path_end_kind: "primary output"
  arrival_ns: 13.42
  worst_path_largest_cell_delay_ns: 0.98
  cp.required_ns: 14.96
global_routing:
  grt_pass1_wl_mm: 17.80
  grt_util_all_layers_pct: 22.92
  use_met2_pct: 39.92
  busiest_layer: "met2"
  use_met3_pct: 3.367
  grt-ovfl-total: 0
  antenna_found_initial: 0
  grt_pass1_vias: 3938
  grt_max_degree: 23
  use_met1_pct: 32.07
clock_network:
  holdBufCountCts: 0
  ctsResizeCount: 0
  cts_setup_buffers: 0
min_path:
  worstHoldPathType: "in -> out"
-- kinds of logic after synthesis --
group | after synthesis
AND/OR/NAND/NOR | 184
multiplexers | 2
AND-OR/OR-AND | 161
XOR/XNOR | 50
buffers and inverters | 78
adder cells (fa/ha/maj) | 108
-- layout make-up --
cell class         instances  area, um^2
inverters                 67       251.5
well taps                108       135.1
repair buffers            81       808.3
multi-input cells        505        4232
fillers                  789        3294
-- per-stage QoR --
stage / instances / area, um^2
finish: 761 / 5426
detailed placement: 761 / 5426
CTS: 761 / 5426
global placement: 761 / 5426
floorplan: 583 / 4526
global route: 761 / 5426
-- metal layers --
metal	up-vias	wire [um]	share of wire, %
met5	-	0	0
met4	0	76	0.73
met3	8	510	4.9
met2	94	5068	49
met1	1941	4762	46
li1	2190	-	-
-- power groups by stage --
stage | clock network [uW] | logic, uW | registers (uW)
final | 0 | 924 | 0
after global routing | 0 | 1030 | 0
after CTS | 0 | 934 | 0
-- worst min path at each step --
stage	startpoint	endpoint	slack (ns)	cells past startpoint
4_1_cts	psum[0]	ofmap[0]	8.52	3
5_1_grt	psum[0]	ofmap[0]	8.54	3
6_report	psum[0]	ofmap[0]	8.51	3
-- cells in the final DEF (no fill, tap or decap), types with 5 or more instances in the layout --
cell / netlist / layout
o21ai_0: 24 / 24
nand2_1: 32 / 32
fa_1: 37 / 37
ha_1: 71 / 71
xor2_1: 16 / 16
o211ai_1: 6 / 6
nand2b_1: 15 / 15
o21a_1: 7 / 7
o21ai_1: 6 / 6
a21oi_1: 43 / 43
clkdlybuf4s50_1: 0 / 80
inv_1: 67 / 67
a21o_1: 14 / 14
nor2b_1: 40 / 40
a31oi_1: 10 / 10
o31ai_1: 6 / 6
nor2_1: 44 / 44
and2_1: 13 / 13
xnor2_1: 31 / 31
nor3_1: 8 / 8
a211oi_1: 5 / 5
-- critical path, delay by kind of cell --
kind	cells	cell delay [ns]
AND/OR/NAND/NOR	9	2.75
buffers and inverters	6	2.02
adder cells (fa/ha/maj)	7	3.24
AND-OR/OR-AND	8	1.64
No activity file was given, so power comes from the tool's default toggle rates.
